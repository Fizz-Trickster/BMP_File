$ cat flow/config.mk
export PLATFORM = sky130hd
export DESIGN_NAME = disp_sync_gen
export DESIGN_NICKNAME = disp_sync_gen
export VERILOG_FILES = /design/flow/design.v
export SDC_FILE = /design/flow/constraint.sdc
export NUM_CORES = 4
export LEC_CHECK = 1
export CORE_AREA = 10 10 93 93
export DIE_AREA = 0 0 103 103
$ cat flow/run.sh
#!/bin/bash
# OpenROAD 26Q1-2900-gdf79404cd8, Yosys 0.63+post, stock flow scripts
make -C /OpenROAD-flow-scripts/flow DESIGN_CONFIG=/design/flow/config.mk WORK_HOME=/design/flow/orfs finish
$ cat flow/design.v
package state_pkg;
  typedef enum logic[2:0] {
  S_VIDLE,  
  S_VPULSE,
  S_VBP,
  S_VACTIVE,
  S_VFP
  } Vstate_t;
  typedef enum logic[2:0] {
    S_HIDLE,  
    S_HPULSE,
    S_HBP,
    S_HACTIVE,
    S_HFP
  } Hstate_t;
endpackage
module disp_sync_gen 	  #(
parameter VPULSE  = 1,
parameter HPULSE  = 1,
parameter VRES    = 4,
parameter HRES    = 4,
parameter VBP     = 3,
parameter VFP     = 5,
parameter HBP     = 3,
parameter HFP     = 5   )(
  input			i_clk,
  input			rst_n,
  output		o_hsync,
  output		o_vsync,
  output 		o_de 
);
localparam V_TOTAL = VPULSE + VBP + VRES + VFP;
localparam H_TOTAL = HPULSE + HBP + HRES + HFP; 
reg     [11:0]      h_cnt;
reg     [11:0]      v_cnt;
reg                 hs_delay;
reg                 vs_delay;
wire                hs;
wire                vs;
wire                data_en;
reg                 de_delay;
always @(posedge i_clk, negedge rst_n) begin
  if(~rst_n) begin 
    v_cnt <= 'd0;
    h_cnt <= 'd0;
  end else if(h_cnt == H_TOTAL -'d1) begin
    if(v_cnt == V_TOTAL - 'd1) begin
      v_cnt ='d0;
      h_cnt ='d0;
    end else begin
      v_cnt = v_cnt + 'd1;
      h_cnt = 'd0;
    end
  end else begin
    h_cnt = h_cnt + 'd1;
  end
end
assign vs       = (v_cnt >= 'd0 && v_cnt <= VPULSE - 'd1);
assign hs       = (h_cnt >= 'd0 && h_cnt <= HPULSE - 'd1);
assign data_en  = (v_cnt >= VPULSE+VBP && v_cnt < V_TOTAL-VFP) && (h_cnt >= HPULSE+HBP && h_cnt < H_TOTAL-HFP);
always @(posedge i_clk, negedge rst_n) begin
  if(~rst_n)              hs_delay <= 'd0;
  else                    hs_delay <= hs;
end
always @(posedge i_clk, negedge rst_n) begin
  if(~rst_n)              vs_delay <= 'd0;
  else                    vs_delay <= vs;
end
always @(posedge i_clk, negedge rst_n) begin
  if(~rst_n)              de_delay <= 'd0;
  else                    de_delay <= data_en;
end
assign o_hsync    = hs_delay;
assign o_vsync    = vs_delay;
assign o_de       = de_delay;  
endmodule
$ cat flow/constraint.sdc
current_design disp_sync_gen

set clk_period 2.6
set clk_io_pct 0.2

create_clock -name clk0 -period $clk_period [get_ports {i_clk}]

set non_clock_inputs [all_inputs -no_clocks]
set_input_delay [expr $clk_period * $clk_io_pct] -clock clk0 $non_clock_inputs
set_output_delay [expr $clk_period * $clk_io_pct] -clock clk0 [all_outputs]
==> metrics.yaml <==
clocking:
  clockBufferDepth: 2
  clock-sinks: 27
  cts_setup_buffers: 0
  cts_resized: 0
  clk_pin_slew_ns: 0.09
  cts_hold_buf: 0
  cts_tree: "done"
  insertion_delay_ns: 0.27
  cts_buffers: 3
  ctsRootBufferMaster: "clkbuf_8"
  cts.htree.levels: 1
timing:
  max_freq_mhz: 558
  fin_skew_ns: 0.00399
  tns_ns: 0
  worst_slew_pin_slew_ns: 0.428
  setup_viol: 0
  drv_slew: 0
  finalCritPeriodShare_pct: 69.0
  maxSlewHeadroom_pct: 71.4
  setup_ws_ns: 0.807
  rsz0062_at_grt: "no"
  period_needed_ns: 1.79
  hold_viol: 0
placed_design:
  pre_cts_ws_ns: 0.806
  dp_cells: 216
  detailed_place.area_sq_um: 1510
  hpwl_mm: 1.72
  gp_congestion: 0.809
  io_buffers: 4
global_routing:
  grt_max_degree: 28
  grt_usage_pct: 5.03
  grt_overflow: 0
  grt_pass1_vias: 920
  antenna_found_initial: 0
  grt_pass1_wl_mm: 4.42
worst_setup_path:
  cp-end-kind: "flop"
  crit_required_ns: 2.77
  cp.arrival_ns: 1.96
  cp-start-kind: "flop"
  crit_type: "reg2reg"
  path_max_fanout: 11
synth:
  synthCells: 134
  syn-cell-area_sq_um: 1380
  top_area_share_pct: 48.8
  edf_count: 0
  ys_seq_share_pct: 48.8
  ys_types: 30
  top_cells_by_area: "dfrtp_1 (49%), nor4_4 (4.6%), and3_1 (4.1%)"
  avgSynthCellArea_sq_um: 10.3
  synth-async-reset-ratio_pct: 100
  ys.flop_type: "dfrtp_1"
  synth_stat.cells: 134
  synth_flop_count: 27
  yosysTopAreaCell: "dfrtp_1"
  ys_area_sq_um: 1380
  synth_warnings: 1
route:
  first_pass_iters: 4
  postRouteAntennaNets: 0
  dr_wl_met3_microns: 104
  drc: 0
  diodes: 0
  routed_via_density: 4.42
  route.vias.total: 972
  wl_mm: 2.45
  wl_met2_mm: 1.08
  post_drt_wl_per_cell_microns: 11.1
  highest_layer: "met4"
  drt-met1-wl_mm: 1.24
  dr.first_iter.drc_count: 75
floorplan:
  initial_core_util_pct: 20.5
  dieArea_sq_um: 10600
  rows: 30
  ios: 5
  core-area_sq_um: 6760
  die_x_microns: 103
  die_y_microns: 103
pwr:
  p_comb_share_pct: 1.5
  p_per_area_nw_per_um2: 431
  p_sw_share_pct: 21.1
  power_frac_seq_pct: 62.5
  internal_power_uw: 529
  p_sw_uw: 142
  cellLeakagePower_nw: 0.696
  power_uw: 671
  vdd.ir_drop.worst_mv: 0.183
  p_clk_share_pct: 35.9
job:
  drv_cap: 0
  warning_count: 27
outcome:
  outcome: "finished, final reports clean"
hold_path:
  hp-class: "reg2reg"
finish:
  fin_area_sq_um: 1560
  stdcell_count: 220
  layout-drive-gt1-share_pct: 7.86
  area_growth_pct: 12.6
==> power groups by stage <==
stage                 combinational, mW  clock, mW  sequential, mW
final                            0.0104      0.241           0.420
after global routing             0.0127      0.266           0.420
after CTS                        0.0114      0.249           0.420
==> layout by cell type, fill, tap and decap left out, drive strengths merged, types with 2 or more instances in the layout <==
cell	count
nand2b	2
and3	10
clkdlybuf4s50	4
a21o	2
dfrtp	27
nor4	5
clkbuf	3
a21oi	5
xnor2	6
a22o	2
nand2	10
and4	2
xor2	5
inv	9
nor4b	2
nor2	8
nand3	12
a31oi	2
nand4	5
o21ai	7
ha	4
o22ai	4
==> metrics by stage <==
stage | hold WS (ns) | util (%)
2_1_floorplan | 0.224 | -
3_3_place_gp | 0.477 | 22.4
3_5_place_dp | 0.480 | 22.4
4_1_cts | 0.498 | 23.1
5_1_grt | 0.524 | 23.1
6_report | 0.492 | 23.1
==> state kept, by name (all words and copies together) (netlist names) <==
signal / count
h_cnt: 12
vs_delay: 1
v_cnt: 12
hs_delay: 1
de_delay: 1
==> kinds of logic (layout without fill, tap and decap cells) <==
group           count (synthesis)  in the layout  synth area share, %
flops                          27             27                 48.8
simple gates                   58             58                 27.3
fa+ha+maj                       4              4                 3.62
xor+xnor                       11             11                 6.96
buf+inv                        12             18                 3.89
compound gates                 22             22                 9.40
==> path summary, 6_finish.rpt <==
path                                 from         to  slack (ns)  cells after the start
worst max register to register  h_cnt[10]  v_cnt[10]        0.81                      4
min in group asynchronous           rst_n   v_cnt[4]        0.62                      2
worst min register to register  h_cnt[11]  h_cnt[11]        0.49                      1
max in group asynchronous           rst_n   h_cnt[9]        1.72                      2
worst max-delay path            h_cnt[10]  v_cnt[10]        0.81                      4
worst min-delay path            h_cnt[11]  h_cnt[11]        0.49                      1
==> synthesized netlist by cell type, drive strengths merged, types with 4 or more instances <==
cell   number
and3       10
inv         9
nand4       5
nor2        8
nand2      10
ha          4
nor4        5
dfrtp      27
xnor2       6
xor2        5
o22ai       4
nand3      12
a21oi       5
o21ai       7
==> worst max-delay path, stage by stage (launching register included) <==
cell and delay [ns]:
dfrtp_1 0.42, nor4_2 0.38, nand3_1 0.39, a21o_1 0.27
a22o_1 0.22
==> layer usage <==
layer  track usage, %  vias to the layer above
li1                 -                      489
met1             7.43                      468
met2             7.51                       13
met3             1.29                        2
met4            0.535                        0
met5                0                        -
==> layout make-up <==
| cell class | count | area (sq um) |
|---|---|---|
| fill | 718 | 5200 |
| sequential | 27 | 676 |
| multi-input combinational | 95 | 654 |
| tap | 80 | 100 |
| timing repair buffer | 5 | 47.5 |
| clock buffer | 3 | 41.3 |
| inverter | 9 | 33.8 |
| clock inverter | 1 | 5.00 |
Power figures rest on the tool's default switching activity, not on a simulated workload.
